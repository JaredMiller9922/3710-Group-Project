### flow/run.sh
#!/bin/bash
# OpenROAD 26Q1-2900-gdf79404cd8, Yosys 0.63+post, stock flow scripts
make -C /OpenROAD-flow-scripts/flow DESIGN_CONFIG=/design/flow/config.mk WORK_HOME=/design/flow/orfs finish
### flow/config.mk
export PLATFORM = sky130hd
export DESIGN_NAME = ps2_keyboard
export DESIGN_NICKNAME = ps2_keyboard
export VERILOG_FILES = /design/flow/design.v
export SDC_FILE = /design/flow/constraint.sdc
export NUM_CORES = 4
export LEC_CHECK = 1
export CORE_AREA = 10 10 108 108
export DIE_AREA = 0 0 118 118
### flow/constraint.sdc
current_design ps2_keyboard

set clk_period 3.4
set clk_io_pct 0.2

create_clock -name clk0 -period $clk_period [get_ports {ps2_clk}]

set non_clock_inputs [all_inputs -no_clocks]
set_input_delay [expr $clk_period * $clk_io_pct] -clock clk0 $non_clock_inputs
set_output_delay [expr $clk_period * $clk_io_pct] -clock clk0 [all_outputs]
### flow/design.v
module ps2_keyboard (
    input wire clk,              
    input wire ps2_clk,          
    input wire ps2_data,         
    input wire reset,            
    output reg [15:0] keyboard_input,
    output [15:0] LEDS
);
    reg [7:0] scan_code;
    reg [10:0] shift_reg;        
    reg [3:0] bit_count;         
    reg is_break;
    assign LEDS = scan_code;
    always @(negedge ps2_clk or negedge reset) begin
        if (!reset) begin
            bit_count <= 0;
            shift_reg <= 0;
        end else begin
            if (bit_count < 10) begin
                shift_reg[bit_count] <= ps2_data;
                bit_count <= bit_count + 1;
            end else begin
                bit_count <= 0;  
                scan_code <= shift_reg[8:1];  
                if (scan_code == 8'hF0) begin
                    is_break <= 1;
                    keyboard_input <= 0;
                    scan_code <= 0;
                end else begin
                    if (!is_break) begin
                        case (scan_code)
                            8'h1C: keyboard_input <= scan_code;  
                            8'h23: keyboard_input <= scan_code;  
                            8'h29: keyboard_input <= scan_code;  
                        endcase
                    end else begin
                        is_break <= 0;
								keyboard_input <= 0;
                    end
                end
            end
        end
    end
endmodule
==> summary.txt <==
Implementation results are summarized by area below.

Setup path
The kind of critical path is reg2out. The critical path data required time is 2.72 ns. The critical path arrival is 2.65 ns. The buffers plus inverters on the worst setup path is 1. The worst setup path is launched from a flip-flop.

The critical path's slowest stage uses the library cell sky130_fd_sc_hd__edfxtp_1. Listed in order, past its start point the critical path passes clkdlybuf4s15_1. The category of cells accounting for the largest share of critical-path delay is flip-flops. The worst setup path is captured at a primary output. The report shows a maximum critical-path fanout of 3.

In this design, the stage delay of the slowest critical-path cell is 0.41 ns.

Place
After detailed placement, the design holds a cell count of 272. The final weighted congestion in routability-driven placement is 0.828. The count of port buffers added during placement is 18. Detailed placement ended at an HPWL of 2120 µm. Summing all placed instances gives a cell area of 0.00181 mm².

Global route
The wire length of the first global-routing pass is 4660 µm. The number of global-route vias before repair is 1016. The initial antenna violation count is 0. The pin count of the biggest net entering global routing is 13.

The total overflow left after global routing is 0. The overall track demand over capacity in global routing is 3.95%.

CTS
The H-tree depth is 2. TritonCTS built the clock tree. The clock sink count is 29. The clock latency reported for the late side of the worst-skew pair is 0.34 ns.

The number of buffers created by CTS is 5. The buffer cell driving the clock tree root is sky130_fd_sc_hd__clkbuf_8. The number of buffers added to fix hold violations after cts is 0. The buffer depth of the longest clock path is 2.

On the reported timing paths, the clock transition at the registers reads 0.05 ns.

Floorplanning
The horizontal extent of the die is 118 µm. The report lists the number of standard-cell rows as 35. The floorplan step records an initial core utilization of 16.2%. For this design the top-level I/O count stands at 36.

The die covers 0.0139 mm². Measured along the y axis, the die boundary spans 118 µm. The standard cell core area is 0.00928 mm².

Layout
Summing all non-filler instances in the final layout gives an area of 0.00200 mm². The number of standard cells in the layout, taps in and fillers out is 301. The fill cell instance count of the final layout is 1007. From synthesis to final layout, the design area changed by 32.6%. The register cell area after layout is 811 µm².

The combinational cell area excluding buffers and inverters is 612 µm². The core occupancy in the finished layout is 21.5%. Per the final layout report, the fraction of cells sized above drive strength 1 comes to 15.7%.

Power
The overall power after layout is 0.790 mW. Per the power-grid run, VDD falls by no more than 0.177 mV. The leakage power of the design is 0.825 nW. The power per unit of standard cell area is 395 mW/mm².

Synthesis
The number of storage elements in the synthesis netlist is 29. Ranked by total cell area, the synthesized netlist is headed by sky130_fd_sc_hd__edfxtp_1 (34%), sky130_fd_sc_hd__dfrtn_1 (20%), sky130_fd_sc_hd__buf_4 (8.0%), sky130_fd_sc_hd__and2_1 (5.4%), sky130_fd_sc_hd__ha_1 (4.2%). The yosys stat cell total is 125. A synthesized cell averages 12.1 µm². The area fraction of the largest cell type after synthesis is 33.9%. The post-synthesis instance area is 0.00151 mm². The post-synthesis instance total is 125.

The number of distinct library cells after synthesis is 36. The yosys-reported design area after synthesis is 0.00151 mm². The warning tally printed by Yosys for this design is 1.

The library cell occupying the most area in the post-synthesis netlist is sky130_fd_sc_hd__edfxtp_1. Sequential elements use 53.8% of the synthesized area.

Timing
Per the finish-stage timing summary, setup violations number 0. The total count of max-transition violations in the final report is 0. The final worst clock skew is 0.0562 ns.

Setup repair after global routing left no endpoint under its margin. In the final report, the number of hold violations comes to 0.

Drt
The count of routing violations after the opening detailed-route iteration is 21. The number of nets with antenna violations after detailed routing is 0. The wire length per cell after detailed routing is 9.40 µm. The total inserted antenna cells is 0. After detailed routing, the total wire length is 2830 µm. Across all layers, the routed design uses 991 vias. The number of remaining DRC errors is 0. The mean number of vias per cell is 3.29. The iteration count recorded for the first detailed-route pass is 4.

Run
The number of maximum-capacitance violations recorded for the run is 0. The number of logged tool warnings is 47.

Worst hold path
According to the hold report, the worst path is of the reg2reg type.

Run status
The flow ran to the end, and the final reports show no timing, DRC or antenna violations.
-- metal layers --
layer | GRT usage [%] | vias to the layer above | share of wire [%]
met5 | 0 | - | 0
met1 | 5.43 | 453 | 52
li1 | - | 507 | -
met4 | 0.927 | 0 | 0
met2 | 5.14 | 31 | 40
met3 | 2.33 | 0 | 8.2
-- worst paths after layout --
check                      cells after the start                        from                  endpoint  slack, ns
max                                            1  scan_code[0]$_SDFFCE_NN0P_                   LEDS[0]       0.07
min                                            1    shift_reg[1]$_DFFE_NN0P_  shift_reg[1]$_DFFE_NN0P_       0.42
max reg2reg                                    6      bit_count[0]$_DFF_NN0_  shift_reg[8]$_DFFE_NN0P_       1.17
min reg2reg                                    1    shift_reg[1]$_DFFE_NN0P_  shift_reg[1]$_DFFE_NN0P_       0.42
max in group asynchronous                      2                       reset  shift_reg[3]$_DFFE_NN0P_       0.90
min in group asynchronous                      2                       reset    bit_count[1]$_DFF_NN0_       2.31
-- cells in the mapped netlist, drive strengths merged --
cell type and number:
o211ai 1, and4b 1, o32ai 1, buf 18
or4 1, o2111ai 3, nand2 7, nand3 1
nor3 3, conb 1, nand4b 1, nor2 7
edfxtp 17, o21a 1, o41a 1, dfrtn 12
clkbuf 1, and2 13, nor2b 5, a31oi 1
o2bb2ai 6, o41ai 1, ha 5, a211oi 1
o31ai 2, xnor2 1, nor3b 1, nand2b 3
nand3b 1, a21boi 1, inv 5, mux2 2
-- kinds of logic (layout without fill, tap and decap cells) --
group | Yosys count | after routing | share of synthesized area [%]
simple gates | 44 | 44 | 16.9
compound gates | 19 | 19 | 12.3
other cells | 1 | 16 | 0.249
buf+inv | 24 | 56 | 10.2
fa+ha+maj | 5 | 5 | 4.15
mux | 2 | 2 | 1.74
xor+xnor | 1 | 1 | 0.582
flops | 29 | 29 | 53.8
-- power breakdown --
group | leakage, nW | total, mW | switching, mW | internal [mW]
logic | 0.378 | 0.0153 | 0.00658 | 0.00871
clock network | 0.148 | 0.393 | 0.179 | 0.213
registers | 0.299 | 0.382 | 0.00242 | 0.379
total | 0.825 | 0.790 | 0.188 | 0.601
-- per-stage QoR --
| stage | setup TNS [ns] | hold WS [ns] | setup slack [ns] |
|---|---|---|---|
| CTS | 0 | 0.433 | 0.00543 |
| finish | 0 | 0.425 | 0.0682 |
| global placement | -3.85 | 0.430 | -0.311 |
| detailed placement | -4.04 | 0.430 | -0.326 |
| global route | 0 | 0.458 | 0.0130 |
| floorplan | 0 | 0.408 | 0.0610 |
-- cells in the final DEF (no fill, tap or decap), drive strengths merged, types with 6 or more instances in the layout --
cell type / synthesis / routed
dlygate4sd2: 0 / 8
nand2: 7 / 7
clkdlybuf4s15: 0 / 6
inv: 5 / 22
edfxtp: 17 / 17
o2bb2ai: 6 / 6
conb: 1 / 16
buf: 18 / 9
nor2: 7 / 7
clkbuf: 1 / 8
dfrtn: 12 / 12
and2: 13 / 13
-- timing repair --
item,CTS,global route
resized,20,7
pin swaps,0,0
buffers inserted,4,1
setup endpoints to repair,16,15
-- area by class of cell --
class,instances,share of cell area [%]
clock buffer,6,4.70
clock inverter,19,3.82
inverter,4,0.752
multi-input combinational,87,30.6
sequential,29,40.6
tap,129,8.08
timing repair buffer,27,11.4
Power is estimated from default activity; no workload was simulated.
