**/design/flow/config.mk**
```make
export PLATFORM = sky130hd
export DESIGN_NAME = alu
export DESIGN_NICKNAME = alu
export VERILOG_FILES = /design/flow/design.v
export SDC_FILE = /design/flow/constraint.sdc
export NUM_CORES = 4
export LEC_CHECK = 1
export CORE_UTILIZATION = 50
```
**/design/flow/run.sh**
```bash
#!/bin/bash
# OpenROAD 26Q1-2900-gdf79404cd8, Yosys 0.63+post, stock flow scripts
make -C /OpenROAD-flow-scripts/flow DESIGN_CONFIG=/design/flow/config.mk WORK_HOME=/design/flow/orfs finish
```
**/design/flow/design.v**
```verilog
module alu #(parameter WIDTH = 16)
            (input      [WIDTH-1:0] Rsrc, Rdest, 
             input      [3:0]       alucont,
				 input 		[7:0]			random_num,
             output reg [WIDTH-1:0] result,
             output reg [4:0] PSR  
             );						   
   wire [WIDTH-1:0] b2, sum, slt;
	reg carry;
   always@(*) begin
		carry = 0;
      case(alucont)
            4'b0000:  
            begin
					 {carry, result} = Rsrc + Rdest;
                PSR[0] = carry;
                PSR[1] = (Rdest[WIDTH-1] == Rsrc[WIDTH-1]) && (result[WIDTH-1] != Rdest[WIDTH-1]);
            end
            4'b0001:  
            begin
               {carry, result} = Rdest - Rsrc;
               PSR[0] = carry;		 
					PSR[1] <= (Rdest[WIDTH-1] != Rsrc[WIDTH-1]) && (result[WIDTH-1] != Rdest[WIDTH-1]);  
				end
            4'b0010:  
            begin
               result <= Rsrc & Rdest; 
            end
            4'b0011:  
            begin
               result <= Rsrc ^ Rdest; 
            end
            4'b0100:  
            begin
               result <= Rsrc | Rdest; 
            end
				4'b0101:  
				begin
					result <= Rdest - Rsrc;
					PSR[2] <= (Rdest < Rsrc);  
					PSR[3] <= (Rsrc - Rdest == 0);     
					PSR[4] <= ($signed(Rdest) < $signed(Rsrc));
				end
				4'b0110:  
            begin
               result <= Rsrc;
            end
				4'b0111:  
				begin
					if (Rsrc[WIDTH-1] == 1)
					begin
						result <= Rdest << (-$signed(Rsrc));
					end
					else 
					begin
						result <= Rdest >> Rsrc;
					end
				end
				4'b1000:  
				begin
					if (Rsrc[4] == 0) 
					begin
						result <= Rdest << Rsrc;  
					end
					else 
					begin
						result <= Rdest >> Rsrc;  
					end		
				end
				4'b1001:  
				begin 
					result <= {Rdest[15-8], 8'b00000000};
				end
				4'b1010:  
				begin
					result <= random_num;
				end
            default:
				begin
					result <= 0;  
					carry <= 0;  
				end
      endcase
    end
endmodule
```
**/design/flow/constraint.sdc**
```tcl
current_design alu

set clk_period 6.8
set clk_io_pct 0.2

create_clock -name clk0 -period $clk_period

set non_clock_inputs [all_inputs -no_clocks]
set_input_delay [expr $clk_period * $clk_io_pct] -clock clk0 $non_clock_inputs
set_output_delay [expr $clk_period * $clk_io_pct] -clock clk0 [all_outputs]
```
==> flow_metrics.py <==
# Flow results
metrics = {
    "logic_synthesis": {
        "syn_area_per_cell_um2": 6.78,
        "syn_inst": 781,
        "flop_cell": "dlxtp_1",
        "async_flop_share_pct": 0,
        "ys_types": 81,
        "ys_cells": 781,
        "ys_area_um2": 5300,
        "edf_count": 0,
        "ys_ff": 5,
        "syn-cell-area_um2": 5300,
        "yosysWarnings": 1,
    },
    "finish": {
        "post-route-cell-area_um2": 6200,
        "largest_register": "PSR",
        "lay_top_count": "a21oi_1",
        "most-common-layout-cells": "73 x a21oi_1, 65 x ha_1, 65 x clkdlybuf4s50_1",
        "nFillCells": 972,
        "syn2layout_area_growth_pct": 17.0,
        "final_core_util_pct": 60.3,
        "final_layout_size_suffix_gt1_share_pct": 8.66,
        "final-instance-count-excl-fill": 967,
        "largest_reg_flops": 5,
        "reg.largest.list": "PSR x5",
    },
    "placed_design": {
        "gp_congestion": 1.05,
        "dp_cells": 967,
        "dpl_cell_area_um2": 6200,
        "dp_hpwl_um": 17700,
        "io_buffers": 65,
        "pre_cts_ws_ps": 221,
    },
    "routing": {
        "drc": 0,
        "num_vias": 6691,
        "ant_nets": 0,
        "drt_first_iter_violations": 692,
        "dr.pass1.iters": 6,
        "wire_per_inst_um": 22.6,
        "wirelength_um": 21900,
        "antenna_cells": 0,
        "post_drt_via_cell_ratio": 6.92,
    },
    "status": {
        "status": "finished, final reports clean",
    },
    "min_path": {
        "holdPathStages": 4,
        "min_path_type": "in2out",
        "min-delay-start": "random_num[0]",
        "hold_path_end": "result[0]",
    },
    "global_routing": {
        "gr-usage-all-layers_pct": 40.5,
        "overflow": 0,
        "antenna_found_initial": 0,
        "grt_pass1_wl_um": 34200,
        "grt_pass1_vias": 6049,
        "grt_max_degree": 28,
    },
    "final_timing": {
        "max_slew_margin_pct": 51.6,
        "fmax_mhz": 153,
        "hold_viol_final": 0,
        "hold_ws_ps": 3800,
        "rsz0062_at_grt": "no",
        "setup_viol": 0,
        "unclocked_pins": 5,
        "finalCritPeriodShare_pct": 96.0,
        "worst_pin_slew_ps": 726,
        "period_minus_slack_ps": 6530,
        "maxSlewViolCount": 0,
        "untimed_endpoints": 10,
        "fin_setup_tns_ps": 0,
        "fin_ws_ps": 271,
    },
    "power": {
        "p_per_area_nw_per_um2": 79.3,
        "power_mw": 0.492,
        "p_int_mw": 0.208,
        "switching_share_pct": 57.8,
        "pwr-share-comb_pct": 99.3,
        "vdd_drop_max_mv": 0.0483,
        "seq_power_share_pct": 0.7,
        "p_switching_mw": 0.284,
        "clockPowerShare_pct": 0,
        "leakage_nw": 2.57,
    },
    "floorplan": {
        "design.core.area_um2": 10300,
        "top_level_ports": 65,
        "die_x_um": 105,
        "dieArea_um2": 11000,
        "fp_util_pct": 51.5,
        "fp-row-count": 37,
        "die_h_um": 105,
    },
    "worst_setup_path": {
        "cp.required_ps": 5440,
        "critPathSlowestCell": "or4b_1",
        "crit_path_end_kind": "output pin",
        "crit_fanout": 9,
        "critPathTopFamily": "simple AND/OR/NAND/NOR gates",
        "critPathBufInv": 3,
        "startpoint_type": "input pin",
        "path_common_cell": "clkdlybuf4s50_1",
        "cp.arrival_ps": 5170,
        "cp_slowest_stage_delay_ps": 610,
        "worst-setup-path-type": "in2out",
        "worstPathCellList": "clkdlybuf4s50_1 -> clkinv_1 -> ha_1 -> or4b_1 -> or4_4 -> a211oi_2 -> o22ai_1 -> nor4_2 -> and2b_2 -> nand2_4 -> o21ai_2 -> clkdlybuf4s50_1",
    },
    "clocking": {
        "cts_hold_buf": 0,
        "cts_setup_buffers": 0,
        "cts_resized": 0,
    },
    "job": {
        "warnings": 81,
        "maxCapViolCount": 0,
    },
}
-- routing by layer --
layer / global-route usage (%) / up-vias / wire length (µm)
met1: 54.3 / 3101 / 8570
met3: 7.37 / 87 / 2310
met5: 0 / - / 0
met4: 22.9 / 0 / 1400
li1: - / 3044 / -
met2: 61.4 / 459 / 9580
-- Yosys cell counts, drive strengths merged, types with 12 or more instances --
| library cell | instances | area (µm²) |
|---|---|---|
| a31oi | 14 | 87.6 |
| xnor2 | 12 | 105 |
| nand3 | 14 | 70.1 |
| a22oi | 16 | 120 |
| nor3 | 30 | 150 |
| mux2i | 30 | 300 |
| ha | 65 | 813 |
| o21ai | 47 | 254 |
| clkbuf | 42 | 158 |
| mux4 | 12 | 270 |
| a21oi | 73 | 365 |
| nand2 | 60 | 233 |
| inv | 57 | 214 |
| buf | 14 | 72.6 |
| nor2 | 64 | 243 |
| nand2b | 24 | 150 |
| a211oi | 19 | 148 |
-- layout make-up --
class / instances / area [µm²] / share of cell area [%]
timing repair buffer: 106 / 958 / 15.5
inverter: 60 / 225 / 3.63
sequential: 5 / 75.1 / 1.21
multi-input combinational: 660 / 4770 / 76.9
tap: 136 / 170 / 2.75
-- worst max-delay path by stage --
stage                   start   endpoint  slack, ps  depth (start not counted)
after CTS             Rsrc[0]  result[3]        200                         12
after global routing  Rsrc[0]  result[6]         90                         12
final                 Rsrc[0]  result[4]        270                         12
-- power by group through the flow --
stage	Combinational [mW]	Clock, mW	Sequential [mW]
CTS	0.476	0	0.00326
global route	0.526	0	0.00346
finish	0.488	0	0.00326
-- kinds of logic after synthesis --
family / Yosys count / synth area share, %
AND-OR/OR-AND: 289 / 37.4
multiplexers: 43 / 11.0
latches: 5 / 1.42
XOR/XNOR: 13 / 2.15
AND/OR/NAND/NOR: 248 / 23.3
buffers and inverters: 116 / 8.60
adder cells (fa/ha/maj): 67 / 16.1
Power figures rest on the tool's default switching activity, not on a simulated workload.
